==> flow/run.sh <==
#!/bin/bash
# OpenROAD 26Q1-2900-gdf79404cd8, Yosys 0.63+post, stock flow scripts
make -C /OpenROAD-flow-scripts/flow DESIGN_CONFIG=/design/flow/config.mk WORK_HOME=/design/flow/orfs finish
==> flow/config.mk <==
export PLATFORM = sky130hd
export DESIGN_NAME = execute_stage
export DESIGN_NICKNAME = execute_stage
export VERILOG_FILES = /design/flow/design.v
export SDC_FILE = /design/flow/constraint.sdc
export NUM_CORES = 4
export LEC_CHECK = 1
export CORE_UTILIZATION = 40
==> flow/constraint.sdc <==
current_design execute_stage

set clk_period 19.3
set clk_io_pct 0.2

create_clock -name clk0 -period $clk_period

set non_clock_inputs [all_inputs -no_clocks]
set_input_delay [expr $clk_period * $clk_io_pct] -clock clk0 $non_clock_inputs
set_output_delay [expr $clk_period * $clk_io_pct] -clock clk0 [all_outputs]
==> flow/design.v <==
module ALU 
#(parameter width=32)
(input [width-1:0] op1 ,
input [width-1:0] op2,
input [2:0] ALU_control ,
output reg [width-1:0] result 
);
localparam [2:0] And=3'b000;
localparam [2:0] Or=3'b001;
localparam [2:0] add=3'b010;
localparam [2:0] sub=3'b100;
localparam [2:0] mul=3'b101;
localparam [2:0] slt=3'b110;
always @ (*)begin
    case(ALU_control)
    And:result=op1&op2;
    Or:result=op1|op2;
    add:result=op1+op2;
    sub:result=op1-op2;
    mul:result=op1*op2;
    slt:result= (op1<op2) ? {{(width-1){1'b0}}, 1'b1}:{(width){1'b0}};  
    default:result={width{1'b0}};
    endcase
end
endmodule 
module execute_stage
#(parameter data_width=32,op_width=5,forward_sel_width=2,alu_ctrl_width=3)
( input [data_width-1:0] rd1,  
  input [data_width-1:0] rd2,  
  input [data_width-1:0] result_w ,  
  input [data_width-1:0] alu_out_m ,  
  input [op_width-1:0] rte,
  input [op_width-1:0] rde,
  input [data_width-1:0] sign_extend_e,
  input alu_src_e,regdst_e,
  input [forward_sel_width-1:0] forward_ae,
input [forward_sel_width-1:0] forward_be,
input [alu_ctrl_width-1:0] alu_ctrl_e,
  output [data_width-1:0] alu_result,
  output [data_width-1:0] write_data_e,
  output [op_width-1:0] write_reg
);
wire [data_width-1:0] src_a ; 
wire [data_width-1:0] src_b ; 
 mux_4_1  #(.width(32),.sel_width(2)) mux_forward_ae
(.in_0(rd1),
.in_1(result_w),
.in_2(alu_out_m),
.in_3({data_width{1'b0}}) ,  
.sel(forward_ae),
.out(src_a) 
);
 mux_4_1  #(.width(data_width),.sel_width(2)) mux_forward_be
(.in_0(rd2),
.in_1(result_w),
.in_2(alu_out_m),
.in_3({data_width{1'b0}}) ,  
.sel(forward_be),
.out(write_data_e)
);
mux #( .width (data_width)) mux_alu_src
(.in_0(write_data_e),
.in_1(sign_extend_e),
.sel(alu_src_e),
.out(src_b) 
);
ALU #(.width(32)) alu
(.op1(src_a) ,
.op2(src_b),
.ALU_control(alu_ctrl_e) ,
.result(alu_result) 
);
mux #( .width (op_width)) mux_reg_dest
(.in_0(rte),
.in_1(rde),
.sel(regdst_e),
.out(write_reg) 
);
endmodule
module mux 
#(parameter width =32)
(input [width-1:0] in_0,
input [width-1:0] in_1,
input sel,
output [width-1:0] out 
);
assign out = (sel==1'b1) ? in_1 : in_0 ;
endmodule
module mux_4_1 
#(parameter width =32,sel_width=2)
(input [width-1:0] in_0,in_1,in_2,in_3 ,  
input [sel_width-1:0] sel,
output reg [width-1:0] out 
);
always @ (*)begin
    case(sel) 
        2'b00: out=in_0; 
        2'b01: out=in_1;
        2'b10: out=in_2;
        2'b11: out=in_3;
        default: out=in_3;
    endcase 
end
endmodule 
==> impl_metrics.sql <==
-- metrics for the results database
INSERT INTO impl_metrics (metric_group, metric, value, unit) VALUES
('outcome', 'run_status', 'finished clean', ''),
('placed_design', 'dp.cells', '3553', ''),
('grt', 'grt_max_degree', '44', ''),
('run', 'drv.max_cap_violation_count', '0', ''),
('route', 'antennaDiodeCount', '0', ''),
('grt', 'number_of_antenna_violations_at_the_first_check_in_global_routing', '0', ''),
('worst_hold_path', 'timing.hold.worst.start', 'forward_be[0]', ''),
('critical_path', 'cp_data_arrival_time', '13710', 'ps'),
('die', 'floorplan.die.height', '236', 'um'),
('sta', 'finalSetupTns', '0', 'ps'),
('route', 'post_drt_via_cell_ratio', '5.67', ''),
('placed_design', 'placement.io_buffers', '248', ''),
('die', 'fp_util', '40.5', '%'),
('yosys', 'topCellsByArea', 'fa_1 38%, ha_1 13%, inv_1 8.0%', ''),
('sta', 'tightestPinTransition', '1010', 'ps'),
('grt', 'track_usage', '37.3', '%'),
('layout', 'number_of_non_filler_instances_in_the_completed_layout', '3553', ''),
('route', 'route.final.wire_length', '96.4', 'mm'),
('layout', 'layout.clock_buffers', '0', ''),
('yosys', 'post-synth-top-area-cell', 'fa_1', ''),
('worst_hold_path', 'timing.hold.worst.class', 'in -> out', ''),
('sta', 'minimum_period_implied_by_the_final_worst_setup_slack', '17570', 'ps'),
('route', 'firstDrtPassIters', '5', ''),
('yosys', 'synthesis.yosys.warnings', '2', ''),
('grt', 'residual_overflow_from_global_routing', '0', ''),
('grt', 'grt_pass1_wl', '143', 'mm'),
('sta', 'max_freq', '0.0569', 'GHz'),
('worst_hold_path', 'hold-path-endpoint', 'write_data_e[9]', ''),
('clocking', 'ctsHoldBuffers', '0', ''),
('sta', 'setup_violations', '0', ''),
('placed_design', 'placed_area', '25100', 'um2'),
('die', 'placeableCoreArea', '53800', 'um2'),
('sta', 'final_min_period_over_clock_period', '91.0', '%'),
('route', 'detail_route.wl_per_cell', '27.1', 'um'),
('die', 'pin_count', '248', ''),
('layout', 'area.growth.synth_to_final', '15.1', '%'),
('yosys', 'yosysChipArea', '21800', 'um2'),
('critical_path', 'timing.critical_path.slowest_cell_delay', '730', 'ps'),
('sta', 'report.final.slew_viol_count', '0', ''),
('critical_path', 'start_kind', 'input port', ''),
('layout', 'final-seq-area', '0', 'um2'),
('grt', 'first_global_vias', '21700', ''),
('sta', 'hold_viol', '0', ''),
('yosys', 'mappedNetlistArea', '21800', 'um2'),
('placed_design', 'hpwlAfterDp', '75.8', 'mm'),
('worst_hold_path', 'hold_depth', '4', ''),
('critical_path', 'worstPathRequired', '15440', 'ps'),
('clocking', 'post_cts.resized_instances', '0', ''),
('yosys', 'cells_after_synth', '2663', ''),
('yosys', 'yosys_cells', '2663', ''),
('yosys', 'synth.avg_cell_area', '8.19', 'um2'),
('critical_path', 'path_class', 'in -> out', ''),
('critical_path', 'critPathMostFrequentCell', 'fa_1', ''),
('critical_path', 'slowest_stage', 'inv_1', ''),
('run', 'log.warning_count', '95', ''),
('sta', 'relSlewSlack', '32.4', '%'),
('route', 'via_count', '20100', ''),
('route', 'drtIter0Drc', '1178', ''),
('die', 'placement_rows', '85', ''),
('route', 'remaining_drc_errors', '0', ''),
('sta', 'final.hold.worst_slack', '8650', 'ps'),
('layout', 'share_of_layout_cells_above_drive_strength_1', '6.23', '%'),
('yosys', 'portion_of_synthesized_cell_area_occupied_by_the_leading_cell_type', '37.6', '%'),
('yosys', 'fraction_of_the_yosys_area_taken_by_sequential_cells', '0', '%'),
('clocking', 'cts_post_setup_buffers_inserted', '0', ''),
('route', 'final_antenna_net_count', '0', ''),
('die', 'chipArea', '55500', 'um2'),
('yosys', 'synthDistinctLibCells', '94', ''),
('layout', 'post-route-cell-area', '25100', 'um2'),
('critical_path', 'worstPathMaxFanout', '36', ''),
('placed_design', 'gp_routability_congestion', '1.02', ''),
('critical_path', 'end_kind', 'output port', ''),
('layout', 'n_sequential_cell', '0', ''),
('sta', 'grt_setup_unrepaired', 'no', ''),
('die', 'die_w', '236', 'um');
## placed cells by master, fill, tap and decap left out, drive strengths merged, types with 6 or more instances in the layout
master | synthesis | final
inv | 477 | 477
fa | 410 | 410
nor2 | 395 | 395
nand2 | 279 | 279
clkdlybuf4s50 | 0 | 242
ha | 219 | 219
a21oi | 100 | 100
o21ai | 84 | 84
buf | 38 | 80
xnor2 | 67 | 67
mux2i | 65 | 65
a21o | 30 | 30
o2bb2ai | 28 | 28
o22ai | 27 | 27
mux2 | 26 | 26
a221oi | 23 | 23
a22oi | 20 | 20
nand2b | 18 | 18
nor3 | 18 | 18
xor2 | 16 | 16
o211ai | 16 | 16
o21bai | 13 | 13
a211oi | 12 | 12
o21a | 11 | 11
o221a | 10 | 10
nor2b | 10 | 10
clkinv | 9 | 9
nand3 | 8 | 8
nand4bb | 7 | 7
and2 | 7 | 7
a211o | 7 | 7
a22o | 7 | 7
nor4 | 7 | 7
a31oi | 7 | 7
a221o | 6 | 6
o31ai | 6 | 6
## synth_stat cells, types with 9 or more instances
master and count:
xor2_1 16, buf_6 10, o21ai_2 11, xnor2_1 67, clkinv_1 9, inv_1 467, nand2b_1 18, o22ai_1 27
mux2_2 21, o221a_2 10, nor3_1 18, nor2_1 394, a22oi_1 20, buf_2 10, a21o_1 30, clkbuf_1 89
o21bai_1 13, buf_1 9, ha_1 219, a211oi_1 12, mux2i_1 63, nor2b_1 9, fa_1 410, o21a_1 11
inv_2 10, o21ai_0 67, o2bb2ai_1 23, nand2_1 277, a221oi_1 19, a21oi_1 100
## cell families after synthesis
| logic type | Yosys count | synth area share, % |
|---|---|---|
| and+or+nand+nor | 785 | 15.2 |
| adders and majority gates | 629 | 50.2 |
| buffers and inverters | 614 | 11.2 |
| AOI/OAI and AO/OA | 457 | 15.2 |
| muxes | 92 | 4.59 |
| xor gates and xnor gates | 86 | 3.64 |
## per-layer routing
layer	global-route usage, %	wire, um
met1	47.8	35700
met2	56.6	43800
met3	12.8	9850
met4	20.7	7010
met5	0	0
## per-stage QoR
step	worst slack, ps	utilization [%]
5_1_grt	1180	46.6
3_5_place_dp	1740	46.6
4_1_cts	1720	46.6
2_1_floorplan	4100	-
3_3_place_gp	1770	46.6
6_report	1730	46.6
## worst max-delay path: cells and delay by family
| family | cells | cell delay [ps] |
|---|---|---|
| compound gates | 10 | 2320 |
| buf+inv | 6 | 2250 |
| fa+ha+maj | 9 | 4340 |
| xor+xnor | 1 | 110 |
| mux | 2 | 620 |
| simple gates | 1 | 150 |
## final cells by class
type / instances / area [um2]
multi-input cells: 2049 / 19400
inverters: 486 / 1820
repair buffers: 322 / 3010
fillers: 5257 / 28700
well taps: 696 / 871
## worst max-delay path by stage
stage / start / to / slack [ps] / depth (start not counted)
4_1_cts: forward_be[0] / alu_result[31] / 1720 / 29
5_1_grt: forward_ae[1] / alu_result[31] / 1180 / 33
6_report: forward_be[0] / alu_result[31] / 1730 / 29
