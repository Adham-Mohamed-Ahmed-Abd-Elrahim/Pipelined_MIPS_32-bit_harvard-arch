File: design/flow/config.mk
export PLATFORM = sky130hd
export DESIGN_NAME = memory_stage
export DESIGN_NICKNAME = memory_stage
export VERILOG_FILES = /design/flow/design.v
export SDC_FILE = /design/flow/constraint.sdc
export NUM_CORES = 4
export LEC_CHECK = 1
export CORE_UTILIZATION = 30
export SYNTH_MEMORY_MAX_BITS = 65536
File: design/flow/run.sh
#!/bin/bash
# OpenROAD 26Q1-2900-gdf79404cd8, Yosys 0.63+post, stock flow scripts
make -C /OpenROAD-flow-scripts/flow DESIGN_CONFIG=/design/flow/config.mk WORK_HOME=/design/flow/orfs finish
File: design/flow/design.v
module data_memory
#(parameter width=32,depth=256,addr=32,test_width=16)
(
    input clk,
    input rst ,
    input WE,
    input [addr-1:0] read_addr, 
    input [width-1:0] W_data, 
    output [width-1:0] RD_out,  
    output [test_width-1:0] test_value 
);
integer i;
localparam mem_addr=32'h0000_0000;
reg [width-1:0] data_mem [0:depth-1] ;
assign RD_out=data_mem[read_addr];
assign test_value=data_mem[mem_addr];
always @ (posedge clk)
begin
if(!rst)begin
    for(i=0;i<width;i=i+1)begin
data_mem[i]<={width{1'b0}};
    end
end
else if (WE==1'b1)
data_mem[read_addr]<=W_data;
end
endmodule 
module memory_stage 
#(parameter data_width=32,op_width=5,test_width=16)
(input clk,
input reset,
    input [data_width-1:0] in_alu_out_m,
input  [data_width-1:0] write_data_mem,
input mem_write_m,
output [data_width-1:0] data_out, 
output [test_width-1:0] test_value
);
 data_memory #( .width(32),.depth(256),.addr(32),.test_width(16)) data_Memory
(
.clk(clk),
.rst(reset) ,
.WE(mem_write_m),
.read_addr(in_alu_out_m), 
.W_data(write_data_mem), 
.RD_out(data_out),  
.test_value(test_value) 
);
endmodule 
File: design/flow/constraint.sdc
current_design memory_stage

set clk_period 71.2
set clk_io_pct 0.2

create_clock -name clk0 -period $clk_period [get_ports {clk}]

set non_clock_inputs [all_inputs -no_clocks]
set_input_delay [expr $clk_period * $clk_io_pct] -clock clk0 $non_clock_inputs
set_output_delay [expr $clk_period * $clk_io_pct] -clock clk0 [all_outputs]
==> impl_metrics.toml <==
# generated from flow reports
[hold_path]
hp-class = "primary input to flip-flop"

[clock_network]
cts_buffers = 814
cts_tree = "done"
cts-root-buf = "clkbuf_16"
ctsResizeCount = 0
h-tree-depth = 6
postCtsSetupBuffers = 0
cts_hold_buf = 0
cts_sinks = 8192
clk_path_buf_depth = 4
clk_pin_slew_ps = 60

[cells_and_area]
largest_reg_flops = 8192
final_layout_size_suffix_gt1_share_pct = 27.9
final_common_cell = "edfxtp_1"
area_growth_pct = 15.6
regMostFlops = "data_Memory.data_mem"
final_cell_area_um2 = 365000
layout_top_cells = "edfxtp_1, mux4_2, and2_1, a22oi_1, buf_4"
top_regs = "data_Memory.data_mem (8192)"

[timing]
slew_viol_final = 0
fin_setup_tns_ps = 0
fin_crit_sh_pct = 50.8
hold_viol_final = 0
setup_viol = 0
tightestPinTransition_ps = 1150
fin_crit_ps = 36200
fmax_ghz = 0.0276
rsz0062_at_grt = "false"
slew_headroom_pct = 23.6

[worst_setup_path]
crit_fanout = 67
cpPeakStageDelay_ps = 1020
path_cells = "buf_16 -> buf_4 -> buf_12 -> buf_4 -> buf_4 -> buf_4 -> buf_4 -> mux4_2 -> a22oi_1 -> a21oi_1 -> o41ai_2 -> nand4_1 -> clkdlybuf4s50_1"
cpMostUsedCell = "buf_4"
critical_path_class = "primary input to primary output"
cpMaxStageDelayCell = "nand4_1"
start_kind = "primary input"
worstPathRequired_ps = 56960
cp-end-kind = "primary output"
critPathArrivalTime_ps = 21960

[global_route]
grt_max_degree = 98
antenna_found_initial = 38
grt_pass1_wl_mm = 1230
grt_pass1_vias = 168000
grt-ovfl-total = 0
grt_usage_pct = 17.6

[detailed_routing]
drtAntennaViolNets = 0
avgRoutedWirePerCell_um = 29.3
first_pass_iters = 6
viasPerCell = 5.07
drt_wl_total_mm = 872
via_count = 151000
drt_iter0_drc = 9892
drc = 0

[power_and_ir_drop]
p_leak_uw = 0.111
vdd_drop_max_v = 0.0000280
p_per_area_nw_per_um2 = 27.3
total_power_uw = 9970

[synth]
syn_avg_cell_area_um2 = 22.1
top_area_cell = "edfxtp_1"
top_cells_by_area = "edfxtp_1, mux4_2, a22oi_1"
yosysCellCount = 14300
synth_top_area_share_pct = 77.9
synth_cells = 14300
ys.flops = 8192
synthDistinctLibCells = 21
syn_area_um2 = 316000
ys_seq_share_pct = 77.9
yosys_area_um2 = 316000
yosys_warnings = 1

[placement]
detailed_place_hpwl_mm = 496
dpl_cell_area_um2 = 340000
place_congestion = 0.872
port_buffers = 90

[outcome]
status = "finished, final reports clean"

[job]
warnings = 50
maxCapViolCount = 0

[floorplanning]
die_h_mm = 1.03
std_cell_rows = 376
die_area_um2 = 1060000
top_level_ports = 115
core_area_um2 = 1050000
dieWidth_mm = 1.03
fp_util_pct = 30.1
-- report_power, final --
part / internal, uW / total [uW] / switching, uW
combinational: 168 / 503 / 335
clock: 2300 / 4110 / 1820
sequential: 5340 / 5350 / 8.52
-- per-layer routing --
layer | global-route usage [%] | share of wire (%) | up-vias
met5 | 1.99 | 0.32 | -
met4 | 5.94 | 4.2 | 67
met3 | 16.9 | 21 | 1470
met2 | 25.5 | 45 | 10500
met1 | 17.3 | 29 | 76600
li1 | - | - | 62000
-- through the flow --
stage	setup WS (ps)	util [%]	hold WS (ps)	cells
after floorplan	40790	-	14340	14300
after global routing	34330	34.8	13420	29700
after detailed placement	34780	32.4	14620	28200
final	35000	34.8	13440	29700
after global placement	34740	32.4	14620	28200
after CTS	34820	34.8	13350	29700
-- cell families (layout without fill, tap and decap cells) --
| kind of cell | after synthesis | count (layout) | share of synthesized area (%) |
|---|---|---|---|
| compound gates | 1696 | 1696 | 3.65 |
| simple gates | 1377 | 1377 | 2.50 |
| other cells | 0 | 19 | 0 |
| flops | 8192 | 8192 | 77.9 |
| buf+inv | 1008 | 2396 | 1.35 |
| mux | 2048 | 2048 | 14.6 |
-- critical path: cells and delay by family --
kind / cells / cell delay, ps
buf+inv: 8 / 4580
compound gates: 3 / 1250
simple gates: 1 / 1020
mux: 1 / 590
-- worst paths after layout --
kind,start,endpoint,slack [ps],cells past startpoint
setup / recovery,in_alu_out_m[0],data_out[23],35000,13
hold / removal,write_data_mem[21],data_Memory.data_mem[188][21]$_DFFE_PP_,13440,1
-- layout make-up --
class	instances	area, um2
Multi-Input combinational cell	5121	68700
Fill cell	94700	683000
Antenna cell	19	47.5
Tap cell	14000	17500
Sequential cell	8192	246000
Clock inverter	419	4010
Timing Repair Buffer	928	7520
Clock buffer	1049	21400
-- cells in the mapped netlist (all sizes together) --
cell and count:
nand4 32, o21ai 32, nor2 254, a21oi 512, and2 1028, nor2b 7, or3 6, nand3 8
o41ai 128, a22oi 1024, nand2b 6, clkbuf 672, buf 336, nor3 8, nand2 26, or2 2
mux4 2048, edfxtp 8192
