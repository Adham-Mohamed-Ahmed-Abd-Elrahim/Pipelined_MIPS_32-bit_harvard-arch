## flow/design.v

```verilog
module decode_stage 
#(parameter instr_width=32 , data_width=32,pc_source_width=2 ,op_width=5)
(
    input clk ,
    input reset,
    input Forward_A_D,
    input Forward_B_D,
    input jmp,branch,
    input [data_width-1:0] alu_out_m,
    input [instr_width-1:0] instruction ,
    input [instr_width-1:0] pcplus4,
    input [data_width-1:0] result_w , 
    input [op_width-1:0] write_reg_w,
    input reg_write_w,  
    output [data_width-1:0] rd1,  
    output [data_width-1:0] rd2, 
    output [instr_width-1:0] pc_branch_d ,
    output [pc_source_width-1:0] pc_src_d,
    output [instr_width-1:0] sign_extended_d, 
    output [op_width-1:0] rsd,
    output [op_width-1:0] rtd,
    output [op_width-1:0] rde
);
wire [instr_width-1:0] sign_extended;  
wire [instr_width-1:0] sign_extended_shifted;  
wire [data_width-1:0] rd1_out;
wire [data_width-1:0] rd2_out;
wire branch_and_equal;
wire equal;
assign sign_extended_d=sign_extended;
assign rsd=instruction[25:21];
assign rtd=instruction[20:16];
assign rde=instruction[15:11];
assign pc_src_d={jmp,branch_and_equal};
assign equal = (rd1_out==rd2_out) ? 1'b1:1'b0 ;
assign branch_and_equal=equal&&branch;
 Reg_file #(.width (32),.depth(32),.op_width(5)) reg_file
(.clk(clk),
 .reset(reset) ,
 .WE(reg_write_w) ,  
.R_op1(instruction[25:21]), 
 .R_op2(instruction[20:16]),  
 .W_op(write_reg_w),  
 .W_data(result_w),  
.RD1(rd1),  
.RD2(rd2)  
);
mux  #(.width(32)) rd1_forward
(.in_0(rd1),
.in_1(alu_out_m),
 .sel(Forward_A_D),
 .out(rd1_out) 
);
mux  #(.width(32)) rd2_forward
(.in_0(rd2),
 .in_1(alu_out_m),
 .sel(Forward_B_D),
 .out(rd2_out) 
);
sign_extention #(.in_width(16),.out_width(32)) sign_exten
( .in(instruction[15:0]),
  .out(sign_extended) 
);
adder #(.width(32)) pc_bracnh_adder
( .in_0(sign_extended_shifted),
.in_1(pcplus4),
 .out(pc_branch_d) 
);
shift_left #(.width(32)) shft_lft
( .in(sign_extended),
  .out(sign_extended_shifted)
);
endmodule
module Reg_file 
#(parameter width =32,depth=32,op_width=5)
(input clk,
input reset ,
input WE ,  
input [op_width-1:0] R_op1, 
input [op_width-1:0] R_op2,  
input [op_width-1:0] W_op,  
input  [width-1:0] W_data,  
output [width-1:0] RD1,  
output [width-1:0] RD2  
);
integer  i;
reg [width-1:0] reg_mem [0:depth-1];  
assign RD1=reg_mem[R_op1];
assign RD2=reg_mem[R_op2];
always @ (negedge clk ,negedge reset ) begin
    if(!reset) begin
        for (i=0;i<depth;i=i+1)begin
            reg_mem[i]<={width{1'b0}};
            end
        end
        else if(WE==1'b1) begin
         reg_mem[W_op]<=W_data;
            end 
    end
endmodule 
module adder
#(parameter width =32)
(input [width-1:0] in_0,
input [width-1:0] in_1,
output [width-1:0] out 
);
assign out = in_0+in_1 ;
endmodule
module mux 
#(parameter width =32)
(input [width-1:0] in_0,
input [width-1:0] in_1,
input sel,
output [width-1:0] out 
);
assign out = (sel==1'b1) ? in_1 : in_0 ;
endmodule
module shift_left
#(parameter width=32)
(input [width-1:0] in,
output reg [width-1:0] out
);
always @(*)begin
out=(in<<2);  
end
endmodule
module sign_extention
#(parameter in_width=16,out_width=32)
(input [in_width-1:0] in,
output reg  [out_width-1:0] out 
);
always @ (*)begin
   out ={{in_width{in[in_width-1]}},in};
end
endmodule 
```

## flow/run.sh

```bash
#!/bin/bash
# OpenROAD 26Q1-2900-gdf79404cd8, Yosys 0.63+post, stock flow scripts
make -C /OpenROAD-flow-scripts/flow DESIGN_CONFIG=/design/flow/config.mk WORK_HOME=/design/flow/orfs finish
```

## flow/config.mk

```make
export PLATFORM = sky130hd
export DESIGN_NAME = decode_stage
export DESIGN_NICKNAME = decode_stage
export VERILOG_FILES = /design/flow/design.v
export SDC_FILE = /design/flow/constraint.sdc
export NUM_CORES = 4
export LEC_CHECK = 1
export CORE_UTILIZATION = 40
```

## flow/constraint.sdc

```tcl
current_design decode_stage

set clk_period 10.6
set clk_io_pct 0.2

create_clock -name clk0 -period $clk_period [get_ports {clk}]

set non_clock_inputs [all_inputs -no_clocks]
set_input_delay [expr $clk_period * $clk_io_pct] -clock clk0 $non_clock_inputs
set_output_delay [expr $clk_period * $clk_io_pct] -clock clk0 [all_outputs]
```

==> results.ini <==
[route]
drc=0
drt_iter0_drc=6520
ant_nets=0
first_pass_iters=7
wl_per_cell_um=38.4
wl_mm=297
viasPerCell=6.93
vias=53519

[die]
coreArea_mm2=0.139
fp.dieW_um=377
initCoreUtil_pct=40.3
io_pins=285
chipArea_mm2=0.142
fp-row-count=137
die_y_um=377

[synthesis]
ys_seq_share_pct=45.6
synthCells=5187
top_cell_area_share_pct=45.6
ys_cells=5187
top_area_cell=dfrtn_1
ys_top_cells_by_area=dfrtn_1, mux2_2, a22oi_1, nand3_1, and3_1
syn_area_per_cell_um2=10.8
ff_type=dfrtn_1
netlist_area_mm2=0.0562
yosys_warnings=4
common_cells=mux2_2, dfrtn_1, nand3_1
yosysUniqueCellTypes=83
ys_area_mm2=0.0562
edf_count=0
synth_flop_count=1024
synth-async-reset-ratio_pct=100
yosysMostFrequentCell=mux2_2

[layout]
comb_area_mm2=0.0286
regArea_mm2=0.0256
largest_reg_flops=1024
fin_area_mm2=0.0695
reg_top3=reg_file.reg_mem: 1024 flops
postLayoutCoreUtil_pct=49.9
syn_to_final_growth_pct=23.8
layout-drive-gt1-share_pct=36.0
fill_cells=12323
regMostFlops=reg_file.reg_mem

[global_routing]
grt_max_degree=105
grt_pass1_wl_mm=408
grtUsageTotal_pct=43.0
overflow=0
antenna_found_initial=29
grt_pass1_vias=51731

[final_timing]
slew_headroom_pct=27.0
report.final.slew_viol_count=0
setup_viol=1
skew_ps=0
hold_slack_ps=463
rsz0062_at_grt=yes
fin_setup_tns_ps=-798
tightest_slew_ps=1090
hold_violations=0
fin_ws_ps=-798

[place]
place_area_mm2=0.0655
port_buffers=272
gp_congestion=1.04
place_hpwl_mm=180

[min_path]
hp-class=reg2reg
hold_path_end=reg_file.reg_mem[4][3]
worstHoldPathCells=1
holdCritStartpoint=reg_file.reg_mem[4][3]

[clock_network]
htree_levels=3
clock_sinks=1024
cts_tree=yes
clk_pin_slew_ps=40
clock_path_buffers=3
cts_root_buf=clkbuf_16
cts_made_buffers=111
insertion_delay_ps=680

[worst_setup_path]
cpPeakStageDelay_ps=560
worstPathCellList=nor3b_1 -> a22oi_1 -> nand4_1 -> or4_1 -> o22a_1 -> mux2i_1 -> xnor2_1 -> or4_4 -> buf_12 -> nor4_4 -> a41oi_2 -> nor4b_2 -> buf_2
slowest_stage=or4_4
r2r_setup_slack_ps=9670
cp.required_ps=8480
startpoint_type=flip-flop
crit_type=reg2out
regToRegStartpoint=reg_file.reg_mem[19][3]
worst_ep_arrival_time_ps=9280
crit_buf_inv=2
path_max_fanout=2
critPathCaptureType=primary output
reg2reg_depth=2
r2r_end=reg_file.reg_mem[19][3]
cpLargestDelayFamily=simple AND/OR/NAND/NOR gates

[status]
status=finished, violations left
violations=negative setup slack

[power_and_ir_drop]
ir_drop_mv=0.155
cellPowerDensity_mw_per_mm2=176
power.leakage_nw=31.8

[run]
warning_count=42
maxCapViolCount=0

-- through the flow --
step	total power [W]	worst slack (ps)	instances
after floorplan	0.00642	340	5187
after global placement	0.00798	-701	7487
after detailed placement	0.00803	-780	7487
after CTS	0.0122	-836	7697
after global routing	0.0126	-942	7703
final	0.0123	-798	7723
-- cells by family after synthesis --
family / synth area share, %
compound gates: 11.7
xor+xnor: 1.47
fa+ha+maj: 0.682
buf+inv: 4.57
flops: 45.6
mux: 21.1
simple gates: 14.8
-- power breakdown --
part / switching, W / total [W] / internal [W]
logic: 0.00136 / 0.00280 / 0.00144
registers: 0.000557 / 0.00530 / 0.00474
clock network: 0.00175 / 0.00416 / 0.00241
total: 0.00367 / 0.0123 / 0.00860
-- layout by cell type (no fill, tap or decap), types with 36 or more instances in the layout --
master,count
nand2_1,181
dfrtn_1,1024
a221oi_1,65
nand4_1,181
inv_1,36
nor2_4,41
a22o_1,47
buf_12,72
xnor2_1,58
buf_4,640
mux2_2,1030
xor2_1,36
clkdlybuf4s50_1,259
clkbuf_16,114
and3_1,313
a21oi_1,72
nor2_1,91
a2111oi_0,81
o21ai_0,38
nand3_1,438
a22oi_1,394
nor4_1,66
-- routing by layer --
| layer | global-route usage [%] | share of wire, % |
|---|---|---|
| met4 | 27.9 | 8.8 |
| met1 | 51.5 | 34 |
| met3 | 28.7 | 18 |
| met2 | 55.8 | 39 |
| met5 | 4.43 | 0.41 |
-- how the worst max path moves through the flow --
stage | from | to | slack, ps | cells past startpoint
6_report | reg_file.reg_mem[24][16] | pc_src_d[0] | -800 | 13
5_1_grt | reg_file.reg_mem[24][16] | pc_src_d[0] | -940 | 13
4_1_cts | reg_file.reg_mem[24][16] | pc_src_d[0] | -840 | 13
-- layout make-up --
cell class | count | share of cell area (%)
Timing Repair Buffer | 985 | 12.8
Tap cell | 1876 | 3.38
Antenna cell | 26 | 0.0936
Clock buffer | 167 | 4.86
Multi-Input combinational cell | 3568 | 41.1
Sequential cell | 1024 | 36.9
Clock inverter | 41 | 0.655
Inverter | 36 | 0.194
-- what timing repair did --
| action | CTS | global route |
|---|---|---|
| pin swaps | 8 | 2 |
| resized | 18 | 13 |
| buffers inserted | 2 | 0 |
| setup endpoints to repair | 3 | 6 |
| hold buffers | 0 | 0 |
Power figures rest on the tool's default switching activity, not on a simulated workload.
